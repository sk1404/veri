File: flow/config.mk
export PLATFORM = sky130hd
export DESIGN_NAME = async_counter_dff
export DESIGN_NICKNAME = async_counter_dff
export VERILOG_FILES = /design/flow/design.v
export SDC_FILE = /design/flow/constraint.sdc
export NUM_CORES = 4
export LEC_CHECK = 1
export CORE_AREA = 10 10 70 70
export DIE_AREA = 0 0 80 80
File: flow/constraint.sdc
current_design async_counter_dff

set clk_period 1.5
set clk_io_pct 0.2

create_clock -name clk0 -period $clk_period [get_ports {clk}]

set non_clock_inputs [all_inputs -no_clocks]
set_input_delay [expr $clk_period * $clk_io_pct] -clock clk0 $non_clock_inputs
set_output_delay [expr $clk_period * $clk_io_pct] -clock clk0 [all_outputs]
File: flow/design.v
module async_counter_dff (
   input wire clk,
   input wire rst_n,
   output reg [2:0] Q
);
   reg [2:0] next_Q;
   always @(*) begin
       case (Q)
           3'b010: next_Q = 3'b011;   
           3'b011: next_Q = 3'b100;   
           3'b100: next_Q = 3'b101;   
           3'b101: next_Q = 3'b110;   
           3'b110: next_Q = 3'b010;   
           default: next_Q = 3'b010;  
       endcase
   end
   always @(negedge clk or negedge rst_n) begin
       if (!rst_n)
           Q <= 3'b010;   
       else
           Q <= next_Q;
   end
endmodule
interface counter_if(input bit clk);
   logic rst_n;
   logic [2:0] Q;
   modport DUT_PORT (
       input clk, rst_n,
       output Q
   );
   modport TB_PORT (
       input Q,
       output rst_n
   );
endinterface
File: flow/run.sh
#!/bin/bash
# OpenROAD 26Q1-2900-gdf79404cd8, Yosys 0.63+post, stock flow scripts
make -C /OpenROAD-flow-scripts/flow DESIGN_CONFIG=/design/flow/config.mk WORK_HOME=/design/flow/orfs finish
==> deck_impl_summary.md <==
Implementation Results

Status
  – Status: complete, but fails checks
  – Failing checks: setup timing

Global route
  – Total congestion overflow: 0
  – Number of global-route vias before repair: 136
  – Initial antenna violation count: 0
  – First-pass GRT wire length: 552 um
  – GRT Total Usage: 0.0121
  – Largest net degree at the start of global routing: 4

Critical path
  – CP Buf/Inv Count: 1
  – R2r setup slk: 500 ps
  – CP startpoint kind: flop
  – Crit path cell chain: buf_2
  – Crit. End Element: primary output
  – Slowest-stage cell, CP: dfstp_2
  – Crit path kind: flop to primary output
  – CP top delay family: flip-flops
  – Crit path capture: Q[1]
  – Worst EP required: 1200 ps
  – Number of cells on the critical path: 1
  – Worst EP arrival: 1630 ps
  – Worst r2r src: Q[1]$_DFF_NN1_
  – CP peak stage delay: 510 ps
  – Worst r2r path cells: 3
  – CP startpoint: Q[1]$_DFF_NN1_
  – Worst r2r dst: Q[0]$_DFF_NN0_
  – Crit-path max FO: 2

Clock network
  – Clock-pin slew on the worst setup and hold paths: 30 ps
  – CTS tree: done
  – Number of H-tree levels: 1
  – Skew-Pair Late Insertion Delay: 280 ps
  – Total CTS buffers: 3
  – CTS hold repair buffers: 0
  – Clk buf depth: 2
  – CTS Root Cell: clkbuf_4
  – Sink Count: 3

Run
  – Count of tool warnings: 29
  – Max-Cap Viols: 0

Yosys
  – Chip Area, Yosys: 124 sq um
  – Yosys cell types: 9
  – Top FF cell, synth: dfrtn_1
  – Largest type area fraction: 0.404
  – Post-synth top area cell: dfrtn_1
  – Most common cell in the netlist: dfrtn_1
  – Synth Cell Area: 124 sq um
  – Yosys warns: 1
  – Post-synth seq share: 0.616
  – Mapped Cells: 10
  – Post-synth EDFFs: 0
  – Biggest area cells: dfrtn_1, dfstp_2, nand2b_4
  – Mapped Avg Cell Area: 12.4 sq um
  – Flops after synth: 3
  – FFs w/ async S/R, synth: 1.00
  – Ys cells: 10

Die
  – Init Core Util: 0.0363
  – Core area: 3420 sq um
  – Die Y: 80 um
  – # rows: 21
  – Die X: 80 um
  – I/O pin count: 5
  – Die footprint: 6400 sq um

Place
  – Post-Place Cells: 64
  – # port buffers: 4
  – GPL Wtd Cong: 0.692
  – Area post-placement: 251 sq um

Route
  – Via count: 114
  – Final WL: 339 um
  – Diode count: 0
  – DRC errors left: 0
  – DRT iter0 DRCs: 0
  – Pre-antenna DRT Iters: 1
  – Final ANT Viol Nets: 0
  – WL/cell: 4.91 um
  – Vias per cell: 1.65

Cells and area
  – Finished Cell Area: 270 sq um
  – Biggest regs: Q (3)
  – Final non-filler cell total: 69
  – Fin util: 0.0791
  – Max FFs per register: 3
  – Share of layout cells above drive strength 1: 0.565
  – Top reg by flops: Q
  – Synth-to-Final Area Change: 118%
  – FILL cells: 406

Pwr
  – Pwr Density: 850 nW/um^2
  – Peak supply drop: 0.117 mV
  – Design Power: 0.230 mW
  – Lkg Pwr: 0.112 nW

STA
  – Worst-margin pin slew: 132 ps
  – Post-route setup slack: -431 ps
  – Setup TNS: -1010 ps
  – Hold Violations, Final: 0
  – Final Skew: 42.3 ps
  – Slew headroom: 0.912
  – Final setup fails: 3
  – RSZ-0062 raised after global routing: true
  – Max-slew violation count: 0

Worst hold path
  – Hold crit path type: flop to flop
==> report_power, final <==
part,total [mW],switching (mW),internal [mW]
combinational,0.00582,0.00191,0.00391
clock,0.142,0.0459,0.0963
sequential,0.0819,0,0.0819
==> worst min path at each step <==
stage,startpoint,endpoint,cells after the start
6_report,Q[0]$_DFF_NN0_,Q[0]$_DFF_NN0_,2
4_1_cts,Q[0]$_DFF_NN0_,Q[0]$_DFF_NN0_,2
5_1_grt,Q[0]$_DFF_NN0_,Q[0]$_DFF_NN0_,2
==> repair_timing <==
item | 4_1_cts | 5_1_grt
setup buffers | 1 | 0
gates cloned | 0 | 0
endpoints found under the setup margin | 3 | 3
resized | 9 | 0
==> routing by layer <==
metal	up-vias	share of wire	global-route usage
met1	49	0.51	0.0127
li1	60	-	-
met4	0	0	0.00528
met2	5	0.32	0.0112
met3	0	0.16	0.0182
met5	-	0	0
==> stage by stage <==
| stage | setup WS [ps] | hold WS (ps) |
|---|---|---|
| finish | -431 | 540 |
| global placement | -515 | 526 |
| CTS | -447 | 541 |
| detailed placement | -515 | 544 |
| floorplan | -59.8 | 371 |
| global route | -468 | 565 |
==> final cells by class <==
| class | count | area (sq um) | share of cell area |
|---|---|---|---|
| Clock buffer | 3 | 22.5 | 0.0833 |
| Clock inverter | 2 | 7.51 | 0.0278 |
| Multi-Input combinational cell | 6 | 43.8 | 0.162 |
| Sequential cell | 3 | 76.3 | 0.282 |
| Tap cell | 46 | 57.6 | 0.213 |
| Timing Repair Buffer | 9 | 62.6 | 0.231 |
==> layout by cell type, fill, tap and decap left out <==
master / instances
a21oi_1: 1
clkbuf_4: 3
inv_1: 2
dfstp_2: 1
dfrtn_1: 2
nand3b_1: 1
buf_4: 5
nand2b_4: 1
o21a_1: 1
nand2_1: 1
clkdlybuf4s50_1: 1
nand2b_1: 1
buf_2: 3
==> cells by family (layout without fill, tap and decap cells) <==
group,after synthesis,in the layout,synth area share
AOI/OAI and AO/OA,2,2,0.101
buffers and inverters,1,14,0.0303
DFF,3,3,0.616
and+or+nand+nor,4,4,0.253
Power figures rest on the tool's default switching activity, not on a simulated workload.
